## design/flow/config.mk

```make
export PLATFORM = sky130hd
export DESIGN_NAME = align_add
export DESIGN_NICKNAME = align_add
export VERILOG_FILES = /design/flow/design.v
export SDC_FILE = /design/flow/constraint.sdc
export NUM_CORES = 4
export LEC_CHECK = 1
export CORE_AREA = 10 10 158 158
export DIE_AREA = 0 0 168 168
```

## design/flow/constraint.sdc

```tcl
current_design align_add

set clk_period 1.0
set clk_io_pct 0.2

create_clock -name clk0 -period $clk_period [get_ports {clk}]

set non_clock_inputs [all_inputs -no_clocks]
set_input_delay [expr $clk_period * $clk_io_pct] -clock clk0 $non_clock_inputs
set_output_delay [expr $clk_period * $clk_io_pct] -clock clk0 [all_outputs]
```

## design/flow/design.v

```verilog
module align_add (
    input clk, rst, 
    input [15:0] aligned_pp_0_in, aligned_pp_1_in, aligned_pp_2_in, aligned_pp_3_in, aligned_pp_4_in, aligned_pp_5_in, aligned_pp_6_in, aligned_pp_7_in, aligned_pp_8_in, 
    output reg [15:0] aligned_pp_0_out, aligned_pp_1_out, aligned_pp_2_out, aligned_pp_3_out, aligned_pp_4_out, aligned_pp_5_out, aligned_pp_6_out, aligned_pp_7_out, aligned_pp_8_out 
);
    always @(posedge clk or negedge rst) begin
        if (!rst) begin
            aligned_pp_0_out <= 0;
            aligned_pp_1_out <= 0;
            aligned_pp_2_out <= 0;
            aligned_pp_3_out <= 0;
            aligned_pp_4_out <= 0;
            aligned_pp_5_out <= 0;
            aligned_pp_6_out <= 0;
            aligned_pp_7_out <= 0;
            aligned_pp_8_out <= 0;
        end
        else begin
            aligned_pp_0_out <= aligned_pp_0_in;
            aligned_pp_1_out <= aligned_pp_1_in;
            aligned_pp_2_out <= aligned_pp_2_in;
            aligned_pp_3_out <= aligned_pp_3_in;
            aligned_pp_4_out <= aligned_pp_4_in;
            aligned_pp_5_out <= aligned_pp_5_in;
            aligned_pp_6_out <= aligned_pp_6_in;
            aligned_pp_7_out <= aligned_pp_7_in;
            aligned_pp_8_out <= aligned_pp_8_in;
        end
    end
endmodule
```

## design/flow/run.sh

```bash
#!/bin/bash
# OpenROAD 26Q1-2900-gdf79404cd8, Yosys 0.63+post, stock flow scripts
make -C /OpenROAD-flow-scripts/flow DESIGN_CONFIG=/design/flow/config.mk WORK_HOME=/design/flow/orfs finish
```

==> notes.md <==
run results: Power Internal roughly 11000 uW, Die ar. 28220 um^2, Yosys warning total 1, Hold Path Class in -> async, RSZ-0062 raised after global routing yes, Crit path required time 0.80 ns, Post-CTS Setup Bufs 0, switching share of total power 0.2029, via count 2389, fillcell total between 2k and 2.5k, Final Hold Viols about 140, die y size 168 um, clk sinks about 140, ys flops 144, Setup crit end kind output pin, yosys stat cell total 144, first-pass detailed-route iteration total 2, CTS root buf clkbuf_16, drt first-iter violations 74, Lkg Pwr just over 0.003 uW, Avg Cell Area, Syn 25.02 um^2, Tmin final 1.119 ns, Yosys chip area 3603 um^2, DR vias/cell roughly 3.2, Worst Path Max Fanout 1, Worst Tran Pin Value between 0.3 and 0.4 ns, ant diodes 0, Cell Rows 54, Max-cap violations 0, Post-Place Setup Slack -0.06983 ns, Crit path max-delay family flip-flops, Non-Filler Cell Area, Final 6750 um^2, WS Path Type reg -> out, synthesized instance count between 100 and 150, Total GRT Usage 0.07571, Final Max Tran Viols 0, Clk pwr share 0.462, GRT Residual Overflow 0, slowest stage delay, CP 0.39 ns, global-route wire length before repair 16820 um, Placed Area 6895 um^2, io pins just under 300, share of cells above drive strength 1 0.3812, Syn-to-layout area delta 87.33%, final hold slack -0.3896 ns, Unique masters post-synth 1, P_sw 2686 uW, f_max 0.8934 GHz, Post-Route WL approximately 11000 um, Setup violations, final 144, Post-DRT Antenna Nets 0, Critical Path, Cell by Cell buf_2, H-tree depth 4, Seq share, synth 1.000, headroom to the max-slew limit 0.7750, stage-log warning count 29, CP Launch Type flip-flop, Pwr Density 1961 nW/um^2, vias in the first global route 2814, Clock Path Buffers 2, Post-Syn Area 3603 um^2, violated checks hold timing, setup timing, Final Util 0.3112, share of total power in combinational logic 0.071, CTS tree yes, most numerous logic cells after layout dfrtp_1, clkdlybuf4s50_1, buf_2, clkbuf_16, inv_6, min setup slack post-route -0.1194 ns, I/O Buffers ~290, CTS clk-pin slew, worst paths about 0.060 ns, routed len/inst 14.64 um, largest net degree at the start of global routing 61, CORE AREA between 20000 and 25000 um^2, drt drc 0, dpl hpwl 8730 um, initial antenna violation count 0, fp util 0.1661, Buf/Inv on CP 1, CTS Buf Count 17, Placer Congestion 0.7591, Die W ~170 um, logic area 0 um^2, status finished with violations, Tcrit/Tclk final 1.119, Critical Path AT 0.92 ns, Seq pwr share 0.467, Max IR drop VDD 895.5 uV, slowest library cell on the worst path dfrtp_1, Total Power 13240 uW, combinational gates 0
## power by group through the flow
| stage | Clock, uW | Combinational [uW] | Sequential [uW] |
|---|---|---|---|
| final | 6120 | 939 | 6180 |
| after global routing | 6680 | 1040 | 6210 |
| after CTS | 6440 | 985 | 6180 |
## through the flow
stage | instances | hold WS (ns) | TNS, ns
after CTS | 747 | -0.4194 | -15.71
after detailed placement | 716 | 0.04083 | -0.1466
after global placement | 716 | 0.03855 | -0.1874
after floorplan | 144 | -0.09559 | 0
final | 747 | -0.3896 | -9.480
after global routing | 747 | -0.4168 | -17.62
## routing by layer
layer,vias to the layer above,track usage,share of wire
met5,-,0,0
met4,0,0.01363,0.017
met2,147,0.1229,0.50
met3,8,0.04610,0.13
li1,1069,-,-
met1,1165,0.08471,0.35
## state kept, by name, summed over array words and instances (netlist names)
| name | cells |
|---|---|
| aligned_pp_1_out | 16 |
| aligned_pp_4_out | 16 |
| aligned_pp_7_out | 16 |
| aligned_pp_6_out | 16 |
| aligned_pp_5_out | 16 |
| aligned_pp_3_out | 16 |
| aligned_pp_8_out | 16 |
| aligned_pp_2_out | 16 |
| aligned_pp_0_out | 16 |
## what timing repair did
action	in CTS	in global routing
endpoints found under the hold margin	144	144
endpoints found under the setup margin	144	144
cloned	0	0
gates resized	445	0
pin swaps	0	0
## cell usage after synthesis, drive strengths merged
cell type | number | share of area
dfrtp | 144 | 1.0
## final cells by class
class                 count  area [um^2]  share of cell area
sequential              144         3603              0.5338
timing repair buffer    292         2221              0.3290
clock inverter           12        132.6             0.01965
clock buffer             19        442.9             0.06562
tap                     280        350.3             0.05190
## final timing paths
| kind | startpoint | endpoint | slack, ns | cells past startpoint |
|---|---|---|---|---|
| worst max-delay path | aligned_pp_5_out[9] | aligned_pp_5_out[9] | -0.12 | 1 |
| worst min-delay path | rst | aligned_pp_4_out[2] | -0.39 | 1 |
| max in group asynchronous | rst | aligned_pp_1_out[1] | 0.83 | 2 |
| min in group clk0 | aligned_pp_1_in[14] | aligned_pp_1_out[14] | 0.23 | 1 |
## cell families after synthesis
group	Yosys count	share of synthesized area
flip-flops	144	1.000
Power figures rest on the tool's default switching activity, not on a simulated workload.
