==> ./design.v <==
module input_reg (input clk, rst, 
    input [71:0] image_in,
    input [35:0] weight_in, 
    input [4:0] exp_bias_in, 
    output reg [71:0] image_out, 
    output reg [35:0] weight_out, 
    output reg [4:0] exp_bias_out);
    always @(posedge clk or negedge rst) begin
        if (!rst) begin
            image_out <= 0;
            weight_out <= 0;
        end
        else begin
            image_out <= image_in;
            weight_out <= weight_in;
            exp_bias_out <= exp_bias_in;
        end
    end
endmodule
==> ./run.sh <==
#!/bin/bash
# OpenROAD 26Q1-2900-gdf79404cd8, Yosys 0.63+post, stock flow scripts
make -C /OpenROAD-flow-scripts/flow DESIGN_CONFIG=/design/flow/config.mk WORK_HOME=/design/flow/orfs finish
==> ./config.mk <==
export PLATFORM = sky130hd
export DESIGN_NAME = input_reg
export DESIGN_NICKNAME = input_reg
export VERILOG_FILES = /design/flow/design.v
export SDC_FILE = /design/flow/constraint.sdc
export NUM_CORES = 4
export LEC_CHECK = 1
export CORE_UTILIZATION = 30
==> ./constraint.sdc <==
current_design input_reg

set clk_period 1.0
set clk_io_pct 0.2

create_clock -name clk0 -period $clk_period [get_ports {clk}]

set non_clock_inputs [all_inputs -no_clocks]
set_input_delay [expr $clk_period * $clk_io_pct] -clock clk0 $non_clock_inputs
set_output_delay [expr $clk_period * $clk_io_pct] -clock clk0 [all_outputs]
==> flow_metrics.tcl <==
# metrics dict for downstream scripts
set metrics [dict create \
    synth_cells 113 \
    tool_warnings 27 \
    fp.coreArea_mm2 0.00924 \
    die-area_mm2 0.00990 \
    grt_start_max_net_pins 68 \
    synthAoiAreaFrac 0 \
    ys_sh_xor 0 \
    fmax_mhz 848 \
    endpoint_kind "output pin" \
    yosysWarnings 1 \
    vias_per_cell 3.80 \
    cpMaxStageDelayCell "edfxtp_1" \
    p_comb_frac 0.065 \
    fin_crit_sh 1.18 \
    wl_per_cell_um 14.1 \
    fin_crit_ps 1180 \
    cp-endpoint "exp_bias_out[1]" \
    p_leak_nw 2.51 \
    grtUsageTotal 0.148 \
    rsz0062_at_grt "true" \
    grt_pass1_vias 1891 \
    dr.pass1.iters 3 \
    synthAdderAreaFrac 0 \
    n_antenna_cell 0 \
    worst_slew_pin_slew_ps 362 \
    wirelength_um 7080 \
    die_w_um 99.5 \
    mostFrequentLayoutCells "clkdlybuf4s50_1, buf_2, dfrtp_1" \
    clockBufferDepth 2 \
    syn2layout_area_growth_pct 87.2 \
    drt-initial-drc-count 24 \
    required_ps 800 \
    syn_area_per_cell_um2 25.2 \
    drv_cap 0 \
    yosys_cells 113 \
    logic_area_um2 0 \
    cts_buffers 17 \
    drc 0 \
    fin_util 0.578 \
    vias 1910 \
    synth_cell_types 2 \
    violations "negative setup slack" \
    path_clk_slew_ps 50 \
    cp_max_fo 1 \
    vdd_drop_max_mv 1.06 \
    drive_above_1_share 0.388 \
    hp-class "in -> async" \
    slowest_delay_ps 370 \
    intPower_mw 9.21 \
    relSlewSlack 0.759 \
    cts_tree "built" \
    grt-ovfl-total 0 \
    drtAntennaViolNets 0 \
    path_class "reg -> out" \
    cp.arrival_ps 980 \
    rows 35 \
    area_leaders "dfrtp_1, edfxtp_1" \
    fp_util 0.309 \
    cp-startpoint "exp_bias_out[1]" \
    maxSlewViolCount 0 \
    cts.sinks 113 \
    hpwl_um 5110 \
    post_cts_buffers 0 \
    power_density_mw_per_mm2 2120 \
    antenna_found_initial 0 \
    syn_area_mm2 0.00285 \
    grt_pass1_wl_um 10500 \
    setup_slack_ps -179 \
    outcome "finished, violations left" \
    start_kind "register" \
    finalSetupViolations 113 \
    worst-path-stages 1 \
    hold_viol 0 \
    place_congestion 0.731 \
    port_buffers 227 \
    synth.largest_area_cell "dfrtp_1" \
    path_cells "buf_2" \
    ios 228 \
    die_y_um 99.5 \
    nMultiInputCombCells 0 \
    htree_levels 4 \
    ys_sh_simple 0 \
    cp_top_family "flip-flops" \
    switching_power_mw 2.11 \
    clockRootBuffer "clkbuf_8" \
    top_cell_area_share 0.947 \
    p_clk_frac 0.503 \
    muxShareOfSynthArea 0 \
    synth_seq_share 1.00 \
    swShare 0.187 \
    yosys.stat.chipArea_mm2 0.00285 \
    preCtsSetupSlack_ps -5.09 \
    crit_buf_inv 1 \
    yosys_register_bits 113 \
    sequentialPowerShare 0.432 \
]
[state kept, by name, indices dropped and copies added, names as in the netlist]
register / count
image_out: 72
weight_out: 36
exp_bias_out: 5
[what timing repair did]
item	CTS	global route
hold endpoints to repair	109	0
gates cloned	0	0
hold buffers	1	0
endpoints found under the setup margin	113	113
gates resized	346	0
[power by group through the flow]
stage	clock (mW)	combinational (mW)	sequential, mW
after CTS	5.89	0.756	4.90
after global routing	6.13	0.800	4.91
final	5.70	0.732	4.89
[cells in the mapped netlist]
library cell / n
dfrtp_1: 108
edfxtp_1: 5
[stage by stage]
stage | cell area [um^2] | TNS (ps) | power [mW] | cells | hold slack [ps]
3_5_place_dp | 5320 | -7.87 | 5.96 | 471 | 37.4
5_1_grt | 5340 | -23250 | 11.8 | 503 | 51.0
3_3_place_gp | 5320 | -31.4 | 5.96 | 471 | 38.5
2_1_floorplan | 2850 | 0 | 4.92 | 113 | -95.6
4_1_cts | 5340 | -21040 | 11.5 | 503 | 53.5
6_report | 5340 | -16780 | 11.3 | 503 | 77.0
[worst min-delay path by stage]
| stage | end |
|---|---|
| 4_1_cts | image_out[34] |
| 5_1_grt | image_out[34] |
| 6_report | image_out[34] |
[logic make-up (layout without fill, tap and decap cells)]
family	count (synthesis)	count (layout)
DFF	113	113
buffers and inverters	0	261
[per-layer routing]
layer  GRT usage  vias up  wire [um]
li1            -      861          -
met1       0.206      909       2650
met2       0.226      133       3470
met3      0.0715        7        883
met4      0.0226        0         70
met5           0        -          0
[cell type report]
class / count / area (um^2)
Tap cell: 129 / 161
Timing Repair Buffer: 230 / 1750
Clock inverter: 11 / 138
Clock buffer: 20 / 435
Fill cell: 764 / 3900
Sequential cell: 113 / 2850
Power and IR drop assume default switching activity.
